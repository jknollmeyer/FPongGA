--- flow/design.v ---
`timescale 1ns / 1ps
module vga_bsprite(x0, y0, x1, y1, hc, vc, mem_value, rom_addr, R, G, B, blank);
	input [10:0] x0, y0, x1, y1;	 
	input [10:0] hc, vc;	 
	input [7:0] mem_value;	 
	input blank;
	output reg [14:0] rom_addr;	 
	output reg [2:0] R, G;
	output reg [1:0] B;	 
	reg [9:0] x, y;
	always @ (*) begin
		if (hc >= x0 & hc < x1)		 
			x = hc-x0;	 
		else
			x = 0;
		if (vc >= y0 & vc < y1)		 
			y = vc - y0;	 
		else
			y = 0;
		rom_addr = y * 344 + x;  
		if (x==0 & y==0)		 
			{R,G,B} = 8'd255;
		else
			{R,G,B} = mem_value;
	end
endmodule
--- flow/run.sh ---
#!/bin/bash
# OpenROAD 26Q1-2900-gdf79404cd8, Yosys 0.63+post, stock flow scripts
make -C /OpenROAD-flow-scripts/flow DESIGN_CONFIG=/design/flow/config.mk WORK_HOME=/design/flow/orfs finish
--- flow/config.mk ---
export PLATFORM = sky130hd
export DESIGN_NAME = vga_bsprite
export DESIGN_NICKNAME = vga_bsprite
export VERILOG_FILES = /design/flow/design.v
export SDC_FILE = /design/flow/constraint.sdc
export NUM_CORES = 4
export LEC_CHECK = 1
export CORE_UTILIZATION = 30
--- flow/constraint.sdc ---
current_design vga_bsprite

set clk_period 25.7
set clk_io_pct 0.2

create_clock -name clk0 -period $clk_period

set non_clock_inputs [all_inputs -no_clocks]
set_input_delay [expr $clk_period * $clk_io_pct] -clock clk0 $non_clock_inputs
set_output_delay [expr $clk_period * $clk_io_pct] -clock clk0 [all_outputs]
==> ci_impl_report.md <==
### Flow metrics

| Metric | Value |
|---|---|
| Status | complete, no violations |
| Hold Slack | between 10 and 15 ns |
| Most frequent cells in the layout | clkdlybuf4s50_1, inv_1, ha_1 |
| Tot Pwr | ~150 uW |
| Number of global-route vias before repair | between 2000 and 3000 |
| Post_cts resized | 0 |
| Non-filler cells, final | ~640 |
| Max Clock Freq | ~60 MHz |
| Hold Crit Class | in -> out |
| Worst path required time | between 20 and 25 ns |
| Total wire length | about 6.5 mm |
| Port buffer count | 97 |
| Dpl cells | 644 |
| Final setup violation count | 0 |
| Die area | about 11000 um^2 |
| Crit-path max FO | 10 |
| Peak VDD IR | about 0.021 mV |
| Share of layout cells above drive strength 1 | 0.0256 |
| Die width | 104 um |
| Pre-Place Util | 0.307 |
| Vias per cell | approximately 4.5 |
| Initial DRC count | ~84 |
| Flop count | 0 |
| Final worst path period need | approximately 16 ns |
| Die Height | 104 um |
| Synthesized area | around 3100 um^2 |
| Mapped Avg Cell Area | about 7.6 um^2 |
| Worst setup SP type | primary input |
| Pre-Repair DR Iteration Count | 4 |
| Setup bufs post-CTS | 0 |
| YS warnings | 1 |
| PwrDens | 35.8 nW/um^2 |
| Post-Syn Instances | a little over 400 |
| GRT overflow | 0 |
| Final HPWL DP | around 6 mm |
| Pleak | roughly 0.0021 uW |
| Crit path arrival time | around 11 ns |
| GP Congestion | 0.814 |
| # DRC | 0 |
| Post-synthesis cell count from yosys | 413 |
| Worst Tran Pin Value | slightly above 0.5 ns |
| Max cap viols | 0 |
| Crit-path most repeated cell | ha_1 |
| Max-slew headroom | 0.661 |
| # rows | 37 |
| Seq/Total Area, Yosys | 0 |
| Worst Setup End Kind | output port |
| CLK BUF | 0 |
| WP buf/inv | 4 |
| Log Warnings | 38 |
| Tot GR Track Use | 0.128 |
| Post-DRT Antenna Nets | 0 |
| Final hold vios | 0 |
| Most frequent logic cell in the layout | clkdlybuf4s50_1 |
| Vias post-DR | ~2900 |
| CP top delay family | adder cells |
| First-pass GRT wire length | between 10 and 15 mm |
| Largest net degree at the start of global routing | 11 |
| Diode count | 0 |
| Critical-path cell list | clkdlybuf4s50_1, inv_1, ha_1, o21ai_0, a21oi_1, o31ai_2, o31ai_1, nand3_2, nor2b_1, ha_1, ha_1, fa_1, inv_1, fa_1, xnor2_1, ha_1, or4_4, a31oi_4, nor2b_2, nand4_1, xor3_1, clkdlybuf4s50_1 |
| Cell Type Count | roughly 56 |
| Core footprint | 10200 um^2 |
| RSZ-0062 raised after global routing | no |
| Ports | slightly below 100 |
| CTS Hold Bufs | 0 |
| Post-DR wirelength/cell | 10.1 um |
| Crit share post-route | 0.635 |
| Syn-to-layout area delta | 36.0% |
| TNS Setup | 0 ns |
| Filler cell count | just over 1000 |
| Flop area | 0 um^2 |
| Synthesis area per yosys | 3150 um^2 |
| Max-slew violation count | 0 |
| CP peak stage delay | between 0.5 and 0.6 ns |
| Initial antenna violation count | 0 |
| Critical path class | in -> out |
| CP max-delay cell | fa_1 |
stage by stage:
step                worst slack (ns)   util  instance area [um^2]
floorplan                      10.70      -                  3150
global placement                9.26  0.418                  4280
detailed placement              9.30  0.418                  4280
CTS                             9.29  0.418                  4280
global route                    9.05  0.418                  4280
finish                          9.37  0.418                  4280
layout make-up:
| type | instances | area (um^2) | share of cell area |
|---|---|---|---|
| timing repair buffer | 97 | 971 | 0.227 |
| multi-input combinational | 318 | 2790 | 0.652 |
| tap | 136 | 170 | 0.0398 |
| inverter | 93 | 349 | 0.0816 |
logic make-up (layout without fill, tap and decap cells):
logic type               Yosys count  count (layout)  synth area share
AND-OR/OR-AND                     77              77             0.172
XOR/XNOR                          30              30            0.0883
adder cells (fa/ha/maj)           98              98             0.428
buffers and inverters             95             190             0.114
multiplexers                       1               1           0.00318
AND/OR/NAND/NOR                  112             112             0.195
cells in the mapped netlist (6+ instances only):
cell type	n	area (um^2)
nand2_1	14	52.6
xor2_1	6	52.6
a21o_1	9	67.6
nand3b_1	8	60.1
o21ai_0	10	50.1
ha_1	82	1030
inv_1	93	349
nor2b_1	14	87.6
nor3_1	11	55.1
a21oi_1	25	125
nor2_1	28	105
fa_1	16	320
nand4_1	7	43.8
xnor2_1	23	201
nand3_1	7	35.0
layer usage:
metal  up-vias  wire, um  GRT usage
li1       1587         -          -
met1      1257      3390      0.188
met2        51      2900      0.223
met3         0       204    0.00448
met4         0         0          0
met5         -         0          0
path summary, 6_finish.rpt:
kind,start,to,slack [ns],cells past startpoint
worst max-delay path,y0[5],rom_addr[14],9.37,22
worst min-delay path,mem_value[5],R[0],11.21,3
report_power, final:
group | internal, uW | total (uW) | switching, uW
Sequential | 0 | 0 | 0
Combinational | 85.7 | 153 | 67.6
Clock | 0 | 0 | 0
Total | 85.7 | 153 | 67.6
No activity file was given, so power comes from the tool's default toggle rates.
