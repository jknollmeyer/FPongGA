==> design/flow/design.v <==
module binary_to_segment(
	input[2:0] player_score, 
	input[2:0] cpu_score, 
	input clk, 
	output reg [6:0] seven_output, 
	output reg [3:0] AN
	);	
reg[6:0] seven_1;
reg[6:0] seven_2;
reg[6:0] seven_3;
reg[6:0] seven_4;  
reg[10:0] clk_count;  
reg[1:0] LED_route;
wire count_max = &clk_count;
initial begin	 
	AN=4'b1111;
	clk_count = 0;
	LED_route = 0;
	seven_1 = 7'b1111110;
	seven_2 = 7'b1111110;
	seven_3 = 7'b1111110;
	seven_4 = 7'b1111110;
end
always @ (posedge clk) begin
	if(count_max) begin
		clk_count = 0;
		case(cpu_score)	
			0: seven_1 = 7'b0000001;
			1: seven_1 = 7'b1001111;
			2: seven_1 = 7'b0010010;
			3: seven_1 = 7'b0000110;
			4: seven_1 = 7'b1001100;
			5: seven_1 = 7'b0100100;
			6: seven_1 = 7'b0100000;
			7: seven_1 = 7'b0001111;
			8: seven_1 = 7'b0000000;
			9: seven_1 = 7'b0001100;
			default: seven_1 = 7'b1111110; 
		endcase
		case(player_score)	
			0: seven_4 = 7'b0000001;
			1: seven_4 = 7'b1001111;
			2: seven_4 = 7'b0010010;
			3: seven_4 = 7'b0000110;
			4: seven_4 = 7'b1001100;
			5: seven_4 = 7'b0100100;
			6: seven_4 = 7'b0100000;
			7: seven_4 = 7'b0001111;
			8: seven_4 = 7'b0000000;
			9: seven_4 = 7'b0001100;
			default: seven_4 = 7'b1111110; 
		endcase
		case(LED_route)
			2'b00:begin AN = 4'b1110; seven_output = seven_1; end
			2'b01:begin AN = 4'b1101; seven_output = seven_2; end
			2'b10:begin AN = 4'b1011; seven_output = seven_3; end
			2'b11:begin AN = 4'b0111; seven_output = seven_4; end
			default: AN = 4'b1111;
		endcase
		LED_route = LED_route + 2'b01;
	end
	else clk_count = clk_count + 1'b1;
end
endmodule	
`timescale 1ns / 1ps
module vga_controller_640_60 (rst,pixel_clk,HS,VS,hcounter,vcounter,blank);
	input rst, pixel_clk;	 
	output reg HS, VS, blank;	 
	output reg [10:0] hcounter, vcounter;	 
	parameter HMAX = 800; 	 
	parameter VMAX = 525; 	 
	parameter HLINES = 640;	 
	parameter HFP = 648; 	 
	parameter HSP = 744; 	 
	parameter VLINES = 480;	 
	parameter VFP = 482; 	 
	parameter VSP = 484; 	 
	parameter SPP = 0;		 
	wire video_enable;	 
	always@(posedge pixel_clk)begin
		blank <= ~video_enable; 
	end
	always@(posedge pixel_clk)begin
		if(rst == 1) hcounter <= 0;
		else if (hcounter == HMAX) hcounter <= 0;
		else hcounter <= hcounter + 1'b1;
	end
	always@(posedge pixel_clk)begin
		if(rst == 1) vcounter <=0;
		else if(hcounter == HMAX) begin
			if(vcounter == VMAX) vcounter <= 0;
			else vcounter <= vcounter + 1'b1; 
		end
	end
	always@(posedge pixel_clk)begin
		if(hcounter >= HFP && hcounter < HSP) HS <= SPP;
		else HS <= ~SPP; 
	end
	always@(posedge pixel_clk)begin
		if(vcounter >= VFP && vcounter < VSP) VS <= SPP;
		else VS <= ~SPP; 
	end
	assign video_enable = (hcounter < HLINES && vcounter < VLINES) ? 1'b1 : 1'b0;
endmodule
`timescale 1ns / 1ps
module vga_display(
		input rst,  
		input clk,  
		input up,
		input down,
		input left,
		input right,
		input[2:0] R_control,
		input[2:0] G_control,
		input[1:0] B_control,
		output reg [2:0] R,  
		output reg [2:0] G, 
		output reg [1:0] B,
		output wire [6:0] seven_output,
		output wire [3:0] AN,
		output HS,  
		output VS
		);
	wire [10:0] hcount, vcount;	 
	wire blank;	 
	wire ball;	 
	wire player;  
	wire computer;  
	wire [14:0] addra;
	wire [7:0] douta;
	wire [2:0] R2, G2;
	wire [1:0] B2;
	wire endgame;
	parameter S_IDLE = 0;	 
	parameter S_UP = 1;		 
	parameter S_DOWN = 2;	 
	parameter S_LEFT = 4; 	 
	parameter S_RIGHT = 8;	 
	reg [3:0] state, next_state;
	reg signed [10:0] player_y, computer_y;		 
	reg signed [10:0] ball_width, player_width, player_height, computer_width, computer_height;
	reg signed [10:0] ball_x, ball_y, ball_x_speed, ball_y_speed, player_speed, computer_speed;
	reg slow_clk;					 
	reg [8:0] computer_score, player_score;
	binary_to_segment b2s(
		.player_score(player_score),
		.cpu_score(computer_score),
		.clk(clk), 
		.seven_output(seven_output),
		.AN(AN)
		);
	initial begin					 
		ball_x = 300; 
		ball_y = 200;
		player_y = 180;
		computer_y = 180;
		ball_x_speed = 10;
		ball_y_speed = 10;
		ball_width = 10;
		player_width = 20;
		player_height = 120;
		computer_width = 20;
		computer_height = 120;
		player_speed = 8;
		computer_speed = 8;
		computer_score = 0;
		player_score = 0;
	end	
	reg [22:0] slow_count;	
	always @ (posedge clk)begin
		slow_count = slow_count + 1'b1;	
		slow_clk = slow_count[21];
	end	
	parameter N = 2;	 
	reg clk_25Mhz;
	reg [N-1:0] count;
	always @ (posedge clk) begin
		count <= count + 1'b1;
		clk_25Mhz <= count[N-1];
	end
	always @ (posedge slow_clk)begin
		state = next_state;
	end
	always @ (posedge slow_clk) begin
		case (state)
			S_IDLE: next_state = {right,left,down,up};  
			S_UP: begin	 
				if (player_y - player_speed > 0 )
				begin
					player_y = player_y - player_speed;	
				end
				next_state = {right,left,down,up};
			end	
			S_DOWN: begin  
				if (player_y + player_speed + player_height < 480 )
				begin
					player_y = player_y + player_speed;	
				end
				next_state = {right,left,down,up};
			end
		endcase
		if(ball_x_speed > 0) begin
			if((ball_y - 60 > computer_y) && (computer_y + computer_speed + computer_height) < 480 ) computer_y = computer_y + computer_speed;
			else if((ball_y - 60 < computer_y) && (computer_y - computer_speed > 0 )) computer_y = computer_y - computer_speed;
		end
		else
			if((computer_y - 60) > 250) computer_y = computer_y - computer_speed;
			else if((computer_y - 60) < 230) computer_y = computer_y + computer_speed;
	end
	always @ (posedge slow_clk) begin		
		if(ball_y + ball_y_speed < 20 || ball_y + ball_y_speed > 460)
		begin
			ball_y_speed = -1 * ball_y_speed;
		end
		if(ball_x + ball_x_speed < 20) 
		begin
			ball_x = 300; 
			ball_y = 200;
			ball_x_speed = -1 * ball_x_speed;
			computer_score  = computer_score + 1;
			if(computer_score == 8) begin
				computer_score = 0;
				player_score = 0;
			end
		end
		else if(ball_x + ball_x_speed + ball_width > 620)
		begin
			ball_x = 300; 
			ball_y = 200;
			ball_x_speed = -1 * ball_x_speed;
			player_score = player_score + 1;
			if(player_score == 8) begin
				computer_score = 0;
				player_score = 0;
			end
		end
		else if(ball_x + ball_x_speed < 60 & ball_x + ball_x_speed > 20 & ball_y + ball_y_speed < player_y + player_height & ball_y + ball_y_speed + ball_width > player_y)
		begin
			ball_x_speed = -1 * ball_x_speed;
		end
		else if(ball_x + ball_x_speed + ball_width > 580 & ball_x + ball_x_speed + ball_width < 600 & ball_y + ball_y_speed < computer_y + computer_height & ball_y + ball_y_speed + ball_width > computer_y)
		begin
			ball_x_speed = -1 * ball_x_speed;
		end
		ball_x = ball_x + ball_x_speed;
		ball_y = ball_y + ball_y_speed;
	end
	vga_controller_640_60 vc(
		.rst(rst), 
		.pixel_clk(clk_25Mhz), 
		.HS(HS), 
		.VS(VS), 
		.hcounter(hcount), 
		.vcounter(vcount), 
		.blank(blank));
	assign ball = ~blank & (hcount >= ball_x & hcount <= ball_x + ball_width & vcount >= ball_y & vcount <= ball_y + ball_width);
	assign player = ~blank & (hcount >= 40 & hcount <= player_width + 40 & vcount >= player_y & vcount <= player_y + player_height);
	assign computer = ~blank & (hcount >= 580 & hcount <= 600 & vcount >= computer_y & vcount <= computer_y + computer_height);
	assign border = ~blank & (hcount <= 20 || hcount >= 620 || vcount >= 460 || vcount <= 20);
	assign endgame = (player_score > 5 || computer_score > 5);
	always @ (posedge clk) begin
		if(endgame)begin
			R = 0;
			G = 0;
			B = 0;
		end
		else if (ball || player || computer || border) begin	 
			R = R_control;
			G = G_control;
			B = B_control;
		end
		else begin	 
			R = 0;
			G = 0;
			B = 0;
		end
	end
endmodule
==> design/flow/run.sh <==
#!/bin/bash
# OpenROAD 26Q1-2900-gdf79404cd8, Yosys 0.63+post, stock flow scripts
make -C /OpenROAD-flow-scripts/flow DESIGN_CONFIG=/design/flow/config.mk WORK_HOME=/design/flow/orfs finish
==> design/flow/config.mk <==
export PLATFORM = sky130hd
export DESIGN_NAME = vga_display
export DESIGN_NICKNAME = vga_display
export VERILOG_FILES = /design/flow/design.v
export SDC_FILE = /design/flow/constraint.sdc
export NUM_CORES = 4
export LEC_CHECK = 1
export CORE_UTILIZATION = 50
==> design/flow/constraint.sdc <==
current_design vga_display

set clk_period 3.5
set clk_io_pct 0.2

create_clock -name clk0 -period $clk_period [get_ports {clk}]

set non_clock_inputs [all_inputs -no_clocks]
set_input_delay [expr $clk_period * $clk_io_pct] -clock clk0 $non_clock_inputs
set_output_delay [expr $clk_period * $clk_io_pct] -clock clk0 [all_outputs]
==> results.tsv <==
metric	value	unit
outcome	complete, no violations	
Die Wd	165	um
endpoints failing setup	0	
Wirelength per Cell	16.1	um
number of global-route vias before repair	9655	
largest net degree at the start of global routing	43	
die span in y	165	um
Flops after synth	164	
row cnt	59	
unrepaired setup endpoints after global routing	no	
Final ANT Viol Nets	0	
overall power	1.73	mW
Setup crit end	b2s.seven_output[0]	
Leak Pwr	6.04	nW
DRC	0	
hold path cells	0	
first-pass GRT wire length	48200	um
critical path capture point type	flip-flop	
Mapped Avg Cell Area	9.01	um^2
cts bufs inserted	9	
RR Startpoint	b2s.clk_count[0]	
Mapped Area	13200	um^2
CP Data Required Time	3.44	ns
H-tree levels	3	
Initial Util	50.9	%
initial DRC count	645	
Most common reg cell	dfxtp_1	
Cells after Synth	1467	
Setup CP Type	reg2reg	
Layout Skew	0.00610	ns
GP Congestion	0.900	
n_diodes	0	
Total Neg Setup Slack	0	ns
minimum clock period after layout	2.29	ns
count of tool warnings	54	
Yosys Chip Area	13200	um^2
hpwl dp	23300	um
Min-Delay Path Class	reg2reg	
Slew @ Worst Pin	0.880	ns
register pins left without a clock	107	
cycle use final	65.5	%
critical path peak fanout	19	
arrival time of the worst setup path	2.24	ns
Skew-Pair Late Insertion Delay	0.32	ns
min-delay src	count[1]	
clock root cell	clkbuf_16	
CTS hold repair buffers	0	
clock slew at reported path FFs	0.05	ns
Layout Area Growth over Synthesis	7.59	%
depth of the most critical reg-to-reg path	6	
GRT Util Overall	22.8	%
most numerous logic cells after layout	ha_1 (201), nor2_1 (114), xnor2_1 (113)	
Seq/Total Area, Yosys	28.7	%
max frequency	0.436	GHz
most frequent logic cell in the layout	ha_1	
final hold viol count	0	
core footprint	26000	um^2
Max-cap violations	0	
grt ovf	0	
TritonRoute pass-1 iters	4	
IO Pins	35	
reg2reg end	b2s.seven_output[0]	
Via density	5.63	
PD cells	122	nW/um^2
post_cts resized	0	
Rel. slew slack	41.4	%
die area	27100	um^2
fraction of layout cells with a size suffix above 1	4.04	%
hold slack	0.362	ns
Synth warnings	6	
IO Port Bufs	34	
via count	10200	
cell total in the yosys stat output	1467	
CTS max path bufs	2	
Post-CTS Setup Repair Bufs	0	
asr flop ratio synth	0	%
VDD IR max	0.276	mV
number of unconstrained endpoints	147	
CP startpoint	b2s.clk_count[0]	
CP Launch Type	flip-flop	
drt total wl	29200	um
initial antenna violation count	0	
unique cell type count in the Yosys netlist	95	
TritonCTS clock tree	built	
final max-slew violation count	0	
EDFF count, synth	51	
FF-to-FF setup slack	1.21	ns
==> worst max-delay path, cell delays in order, from the launching register on <==
cell and delay [ns]:
dfxtp_1 0.37, ha_1 0.20, nand3_1 0.12, nor2_1 0.18
and3_1 0.20, and3_1 0.19, and2_1 0.66
==> metrics by stage <==
stage	cell area, um^2	setup slack, ns	instances	util (%)
floorplan	13200	1.33	1468	-
global placement	13900	1.26	1805	53.3
detailed placement	13900	1.22	1805	53.3
CTS	14200	1.21	1821	54.7
global route	14200	0.975	1821	54.7
finish	14200	1.21	1821	54.7
==> worst min path at each step <==
stage	slack, ns	to
final	0.36	clk_25Mhz
after global routing	0.37	clk_25Mhz
after CTS	0.36	clk_25Mhz
==> synthesized netlist by cell type (17+ instances only) <==
| cell type | number | share of area (%) |
|---|---|---|
| nor2_1 | 114 | 3.2 |
| a31oi_1 | 17 | 0.80 |
| nand2b_1 | 23 | 1.1 |
| ha_1 | 201 | 19 |
| nand3_1 | 56 | 2.1 |
| mux2i_1 | 17 | 1.3 |
| xor2_1 | 59 | 3.9 |
| nor3_1 | 32 | 1.2 |
| and3_1 | 18 | 0.85 |
| dfxtp_1 | 113 | 17 |
| a21o_1 | 42 | 2.4 |
| clkbuf_1 | 27 | 0.77 |
| nand2_1 | 83 | 2.4 |
| inv_1 | 85 | 2.4 |
| xnor2_1 | 113 | 7.5 |
| edfxtp_1 | 51 | 12 |
| o21ai_0 | 56 | 2.1 |
| nor2b_1 | 18 | 0.85 |
| a21oi_1 | 73 | 2.8 |
| o21a_1 | 19 | 1.1 |
| nand4_1 | 25 | 1.2 |
==> registers in the layout (all words and copies together) (netlist names), 7 cells and up <==
name	cells
player_y	8
ball_x	11
ball_x_speed	9
player_score	9
slow_count	22
vc.hcounter	11
computer_score	9
ball_y	11
b2s.seven_output	7
b2s.clk_count	11
ball_y_speed	9
computer_y	8
vc.vcounter	11
==> area by class of cell <==
cell class                      count  area, um^2
Clock inverter                      4        97.6
Fill cell                        2320       11800
Multi-Input combinational cell   1178        8920
Inverter                           88         333
Clock buffer                       12         268
Tap cell                          335         419
Sequential cell                   164        3790
Timing Repair Buffer               40         385
==> logic make-up (layout without fill, tap and decap cells) <==
group           Yosys count  in the layout  synth area share, %
flops                   164            164                 28.7
compound gates          313            313                 16.4
other cells               1              2               0.0284
buf+inv                 126            144                 3.82
mux                      20             20                 1.54
xor+xnor                174            174                 11.6
simple gates            463            463                 18.1
fa+ha+maj               206            206                 19.7
==> where the power goes <==
part	internal [mW]	switching, mW	total (mW)
logic	0.0172	0.00923	0.0265
registers	0.672	0	0.672
clock network	0.756	0.279	1.04
==> routing by layer <==
layer	wire (um)	global-route usage [%]	part of all wire, %
met1	15200	35.8	52
met2	12700	35.5	44
met3	1130	2.87	3.9
met4	157	1.67	0.54
met5	0	0	0
No activity file was given, so power comes from the tool's default toggle rates.
